`design.v`:
```
`default_nettype none
`timescale 1ns / 1ps
typedef enum logic [3:0] {
    TAG_LAM  = 4'h0,   
    TAG_APP  = 4'h1,   
    TAG_PI   = 4'h2,   
    TAG_SIG  = 4'h3,   
    TAG_UNI  = 4'h4,   
    TAG_FIX  = 4'h5,   
    TAG_IND  = 4'h6,   
    TAG_EQ   = 4'h7,   
    TAG_EFF  = 4'h8,   
    TAG_PRIM = 4'h9    
} xi_tag_t;
typedef enum logic [7:0] {
    PRIM_VAR        = 8'h00,
    PRIM_PRINT      = 8'h01,
    PRIM_STR_LIT    = 8'h02,
    PRIM_INT_LIT    = 8'h03,
    PRIM_INT_ADD    = 8'h10,
    PRIM_INT_SUB    = 8'h11,
    PRIM_INT_MUL    = 8'h12,
    PRIM_INT_DIV    = 8'h13,
    PRIM_INT_EQ     = 8'h20,
    PRIM_INT_LT     = 8'h21,
    PRIM_BOOL_TRUE  = 8'h30,
    PRIM_BOOL_FALSE = 8'h31
} xi_prim_t;
typedef enum logic [2:0] {
    S_IDLE    = 3'd0,
    S_FETCH   = 3'd1,
    S_DECODE  = 3'd2,
    S_MATCH   = 3'd3,
    S_REDUCE  = 3'd4,
    S_STORE   = 3'd5,
    S_DONE    = 3'd6,
    S_ERROR   = 3'd7
} state_t;
typedef struct packed {
    xi_tag_t    tag;         
    logic [3:0] arity;       
    logic [7:0] prim_op;     
    logic [7:0] effect;      
    logic [15:0] child0;     
    logic [15:0] child1;     
    logic [15:0] child2;     
    logic [63:0] data;       
} xi_node_t;                 
module xi_graph_memory #(
    parameter DEPTH = 4096,        
    parameter ADDR_W = 12          
)(
    input  wire              clk,
    input  wire              rst_n,
    input  wire              rd_en,
    input  wire [ADDR_W-1:0] rd_addr,
    output xi_node_t         rd_data,
    output reg               rd_valid,
    input  wire              wr_en,
    input  wire [ADDR_W-1:0] wr_addr,
    input  xi_node_t         wr_data
);
    xi_node_t mem [0:DEPTH-1];
    reg [ADDR_W-1:0] free_ptr;
    always_ff @(posedge clk or negedge rst_n) begin
        if (!rst_n) begin
            rd_valid <= 1'b0;
            free_ptr <= '0;
        end else begin
            rd_valid <= rd_en;
            if (rd_en)
                rd_data <= mem[rd_addr];
            if (wr_en) begin
                mem[wr_addr] <= wr_data;
                if (wr_addr >= free_ptr)
                    free_ptr <= wr_addr + 1;
            end
        end
    end
    function automatic [ADDR_W-1:0] alloc_node;
        alloc_node = free_ptr;
    endfunction
endmodule
module xi_reduction_core #(
    parameter ADDR_W = 12
)(
    input  wire              clk,
    input  wire              rst_n,
    input  wire              spark_valid,
    input  wire [ADDR_W-1:0] spark_addr,
    output wire              spark_ready,
    output wire              mem_rd_en,
    output wire [ADDR_W-1:0] mem_rd_addr,
    input  xi_node_t         mem_rd_data,
    input  wire              mem_rd_valid,
    output wire              mem_wr_en,
    output wire [ADDR_W-1:0] mem_wr_addr,
    output xi_node_t         mem_wr_data,
    output reg               result_valid,
    output reg  [ADDR_W-1:0] result_addr,
    output reg               child_spark_valid,
    output reg  [ADDR_W-1:0] child_spark_addr,
    output wire              busy,
    output reg  [31:0]       reduction_count
);
    state_t     state, next_state;
    xi_node_t   current_node;
    xi_node_t   func_node;
    xi_node_t   arg_node;
    reg [ADDR_W-1:0] current_addr;
    reg [ADDR_W-1:0] next_free;
    reg [2:0]   fetch_phase;
    assign busy = (state != S_IDLE);
    assign spark_ready = (state == S_IDLE);
    assign mem_rd_en   = (state == S_FETCH);
    assign mem_rd_addr = (fetch_phase == 0) ? current_addr :
                         (fetch_phase == 1) ? current_node.child0 :
                                              current_node.child1;
    always_ff @(posedge clk or negedge rst_n) begin
        if (!rst_n) begin
            state           <= S_IDLE;
            reduction_count <= 32'd0;
            result_valid    <= 1'b0;
            child_spark_valid <= 1'b0;
            fetch_phase     <= 3'd0;
            next_free       <= 12'd0;
        end else begin
            result_valid    <= 1'b0;
            child_spark_valid <= 1'b0;
            case (state)
                S_IDLE: begin
                    if (spark_valid) begin
                        current_addr <= spark_addr;
                        fetch_phase  <= 3'd0;
                        state        <= S_FETCH;
                    end
                end
                S_FETCH: begin
                    if (mem_rd_valid) begin
                        case (fetch_phase)
                            3'd0: begin
                                current_node <= mem_rd_data;
                                if (mem_rd_data.tag == TAG_APP) begin
                                    fetch_phase <= 3'd1;
                                end else begin
                                    state <= S_DECODE;
                                end
                            end
                            3'd1: begin
                                func_node   <= mem_rd_data;
                                fetch_phase <= 3'd2;
                            end
                            3'd2: begin
                                arg_node    <= mem_rd_data;
                                state       <= S_DECODE;
                            end
                            default: state <= S_ERROR;
                        endcase
                    end
                end
                S_DECODE: begin
                    state <= S_MATCH;
                end
                S_MATCH: begin
                    state <= S_REDUCE;
                end
                S_REDUCE: begin
                    reduction_count <= reduction_count + 1;
                    case (current_node.tag)
                        TAG_APP: begin
                            if (func_node.tag == TAG_LAM) begin
                                state <= S_STORE;
                            end
                            else if (func_node.tag == TAG_PRIM) begin
                                state <= S_STORE;
                            end
                            else begin
                                child_spark_valid <= 1'b1;
                                child_spark_addr  <= current_node.child0;
                                state <= S_IDLE;
                            end
                        end
                        TAG_FIX: begin
                            state <= S_STORE;
                        end
                        TAG_EFF: begin
                            child_spark_valid <= 1'b1;
                            child_spark_addr  <= current_node.child0;
                            state <= S_IDLE;
                        end
                        default: begin
                            result_valid <= 1'b1;
                            result_addr  <= current_addr;
                            state <= S_IDLE;
                        end
                    endcase
                end
                S_STORE: begin
                    result_valid <= 1'b1;
                    result_addr  <= current_addr;
                    state <= S_IDLE;
                end
                S_ERROR: begin
                    state <= S_ERROR;   
                end
            endcase
        end
    end
    reg          do_write;
    xi_node_t    write_node;
    reg [ADDR_W-1:0] write_addr;
    assign mem_wr_en   = do_write;
    assign mem_wr_addr = write_addr;
    assign mem_wr_data = write_node;
    always_comb begin
        do_write   = 1'b0;
        write_addr = '0;
        write_node = '0;
        if (state == S_REDUCE && current_node.tag == TAG_APP && func_node.tag == TAG_PRIM) begin
            do_write   = 1'b1;
            write_addr = current_addr;
            write_node.tag     = TAG_PRIM;
            write_node.arity   = 4'd0;
            write_node.prim_op = PRIM_INT_LIT;
            case (func_node.prim_op)
                PRIM_INT_ADD: write_node.data = $signed(arg_node.data) + $signed(current_node.data);
                PRIM_INT_SUB: write_node.data = $signed(arg_node.data) - $signed(current_node.data);
                PRIM_INT_MUL: write_node.data = $signed(arg_node.data) * $signed(current_node.data);
                default:      do_write = 1'b0;
            endcase
        end
    end
endmodule
module xi_spark_pool #(
    parameter DEPTH  = 256,
    parameter ADDR_W = 12
)(
    input  wire              clk,
    input  wire              rst_n,
    input  wire              push_valid,
    input  wire [ADDR_W-1:0] push_addr,
    output wire              push_ready,
    input  wire              pop_ready,
    output wire              pop_valid,
    output wire [ADDR_W-1:0] pop_addr,
    output wire [8:0]        count
);
    reg [ADDR_W-1:0] fifo [0:DEPTH-1];
    reg [8:0] head, tail;
    wire [8:0] fill = tail - head;
    assign count      = fill;
    assign push_ready = (fill < DEPTH);
    assign pop_valid  = (fill > 0);
    assign pop_addr   = fifo[head[7:0]];
    always_ff @(posedge clk or negedge rst_n) begin
        if (!rst_n) begin
            head <= 9'd0;
            tail <= 9'd0;
        end else begin
            if (push_valid && push_ready) begin
                fifo[tail[7:0]] <= push_addr;
                tail <= tail + 1;
            end
            if (pop_ready && pop_valid)
                head <= head + 1;
        end
    end
endmodule
module xi_top #(
    parameter GRAPH_DEPTH = 4096,
    parameter ADDR_W = 12
)(
    input  wire        clk,
    input  wire        rst_n,
    input  wire        start,
    input  wire [ADDR_W-1:0] entry_addr,
    output wire        done,
    output wire [31:0] reductions,
    output wire        error
);
    wire              spark_valid, spark_ready;
    wire [ADDR_W-1:0] spark_addr;
    wire              mem_rd_en, mem_wr_en;
    wire [ADDR_W-1:0] mem_rd_addr, mem_wr_addr;
    xi_node_t         mem_rd_data, mem_wr_data;
    wire              mem_rd_valid;
    wire              result_valid;
    wire [ADDR_W-1:0] result_addr;
    wire              child_spark_valid;
    wire [ADDR_W-1:0] child_spark_addr;
    wire              core_busy;
    xi_graph_memory #(.DEPTH(GRAPH_DEPTH)) mem_inst (
        .clk(clk), .rst_n(rst_n),
        .rd_en(mem_rd_en), .rd_addr(mem_rd_addr),
        .rd_data(mem_rd_data), .rd_valid(mem_rd_valid),
        .wr_en(mem_wr_en), .wr_addr(mem_wr_addr),
        .wr_data(mem_wr_data)
    );
    xi_reduction_core #(.ADDR_W(ADDR_W)) core_inst (
        .clk(clk), .rst_n(rst_n),
        .spark_valid(spark_valid), .spark_addr(spark_addr),
        .spark_ready(spark_ready),
        .mem_rd_en(mem_rd_en), .mem_rd_addr(mem_rd_addr),
        .mem_rd_data(mem_rd_data), .mem_rd_valid(mem_rd_valid),
        .mem_wr_en(mem_wr_en), .mem_wr_addr(mem_wr_addr),
        .mem_wr_data(mem_wr_data),
        .result_valid(result_valid), .result_addr(result_addr),
        .child_spark_valid(child_spark_valid),
        .child_spark_addr(child_spark_addr),
        .busy(core_busy),
        .reduction_count(reductions)
    );
    wire [8:0] spark_count;
    xi_spark_pool #(.ADDR_W(ADDR_W)) spark_inst (
        .clk(clk), .rst_n(rst_n),
        .push_valid(child_spark_valid),
        .push_addr(child_spark_addr),
        .push_ready(),
        .pop_ready(spark_ready),
        .pop_valid(spark_valid),
        .pop_addr(spark_addr),
        .count(spark_count)
    );
    reg started;
    always_ff @(posedge clk or negedge rst_n) begin
        if (!rst_n)
            started <= 1'b0;
        else if (start && !started)
            started <= 1'b1;
    end
    assign done  = started && !core_busy && (spark_count == 0);
    assign error = 1'b0;  
endmodule
```
`run.sh`:
```
#!/bin/bash
# OpenROAD 26Q1-2900-gdf79404cd8, Yosys 0.63+post, stock flow scripts
make -C /OpenROAD-flow-scripts/flow DESIGN_CONFIG=/design/flow/config.mk WORK_HOME=/design/flow/orfs finish
```
`config.mk`:
```
export PLATFORM = sky130hd
export DESIGN_NAME = xi_top
export DESIGN_NICKNAME = xi_top
export VERILOG_FILES = /design/flow/design.v
export SDC_FILE = /design/flow/constraint.sdc
export NUM_CORES = 4
export LEC_CHECK = 1
export CORE_UTILIZATION = 30
```
`constraint.sdc`:
```
current_design xi_top

set clk_period 8.4
set clk_io_pct 0.2

create_clock -name clk0 -period $clk_period [get_ports {clk}]

set non_clock_inputs [all_inputs -no_clocks]
set_input_delay [expr $clk_period * $clk_io_pct] -clock clk0 $non_clock_inputs
set_output_delay [expr $clk_period * $clk_io_pct] -clock clk0 [all_outputs]
```
==> impl_metrics.yaml <==
# implementation run metrics
global_routing:
  grt_pass1_vias: 1483
  grt_start_max_net_pins: 50
  grt_antenna_before_repair: 0
  track_usage: 0.1116
  grt_overflow: 0
  grt_pass1_wl_microns: 6900
routing:
  route.detailed.drc: 0
  wl_per_cell_microns: 11.82
  first_iter_violations: 46
  ant_nets: 0
  top_layer_used: "met4"
  num_antenna_cells: 0
  wl_met1_microns: 1991
  wl_met2_microns: 1799
  dr.pass1.iters: 4
  vias: 1612
  totalWireLength_microns: 4055
  via_per_inst: 4.700
  wl_met3_microns: 207
die:
  die_w_microns: 89.20
  fp_util: 0.3128
  die_y_microns: 89.20
  ios: 49
  core_region_area_sq_um: 7292
  rows: 31
  dieArea_sq_um: 7956
timing:
  finalSetupTns_ps: 0
  period_needed_ps: 4016
  finalCritPeriodShare: 0.4781
  slew_violations: 0
  finClkSkew_ps: 8.067
  max_freq_ghz: 0.2490
  maxSlewHeadroom: 0.4214
  rsz0062_at_grt: "false"
  hold_viol: 0
  finalSetupViolations: 0
  tightest_slew_ps: 861.2
clock_tree:
  hold_buffers: 0
  h-tree-depth: 2
  cts_root_buffer: "clkbuf_8"
  cts.sinks: 49
  cts_setup_buffers: 0
  cts_buffer_depth: 2
  cts_tree: "built"
  ctsResizeCount: 0
  path_clk_slew_ps: 90
  cts_buffers: 5
  clk-insertion-delay-late_ps: 300
setup_path:
  worst-endpoint-required_ps: 6720
  cp_max_fo: 6
  r2r_start: "core_inst.state[0]"
  arrival_ps: 2340
  cp-end-kind: "output pin"
  worst-r2r-setup-slack_ps: 6380
  reg2regPathDepth: 4
  crit_path_start: "spark_inst.head[4]"
  cp-start-kind: "flop"
  r2r-end: "core_inst.reduction_count[31]"
  path_class: "reg2out"
  cp-endpoint: "done"
place:
  hpwl_microns: 2776
  routabilityCongestion: 0.7897
  io_buffers: 35
pwr:
  p_total_w: 0.0003805
  ir_worst_vdd_v: 0.00005446
  leakage_nw: 1.222
  powerDensity_nw_per_um2: 134.6
outcome:
  outcome: "finished clean"
worst_hold_path:
  hold_depth: 1
  hp-class: "reg2reg"
yosys:
  syn-cell-area_sq_um: 2281
  ys.flops: 49
  ys_area_sq_um: 2281
  yosys_warnings: 5
  yosysCellCount: 205
  avgSynthCellArea_sq_um: 11.13
  yosys.cell_types.count: 40
  netlist_instances: 205
  ys_seq_share: 0.5381
final_layout:
  drive_above_1_share: 0.09016
  seqCellArea_sq_um: 1227
  area_growth_syn_to_layout_pct: 23.97
  nFillCells: 720
  logic_area_sq_um: 994.7
flow_run:
  cap_violations: 0
  warning_count: 38
[worst max-delay path: stages (launching register included)]
cell and delay [ps]:
dfrtp_1 440, or4_1 530, o22ai_1 220, and2_1 210, and3_1 180, clkdlybuf4s50_1 460
[final cells by class]
type	count	area share
Clock buffer	5	0.02434
Clock inverter	3	0.007965
Inverter	6	0.007965
Multi-Input combinational cell	143	0.3518
Sequential cell	49	0.4341
Tap cell	99	0.04381
Timing Repair Buffer	38	0.1301
[through the flow]
step	cell area (sq um)	std cells	setup WS, ps	util	hold slack [ps]
floorplan	2281	205	5360	-	424.4
global placement	2736	335	4738	0.3753	444.9
detailed placement	2736	335	4744	0.3753	452.3
CTS	2828	343	4384	0.3878	472.7
global route	2828	343	4289	0.3878	502.7
finish	2828	343	4384	0.3878	464.5
[synthesized netlist by cell type]
cell / number / share of area
xnor2_1: 33 / 0.13
nor3_1: 3 / 0.0066
nor3_4: 1 / 0.0071
o22ai_1: 1 / 0.0027
nand4bb_1: 1 / 0.0049
and2_1: 3 / 0.0082
or3b_4: 1 / 0.0049
nand4_1: 15 / 0.041
a21oi_1: 2 / 0.0044
nor2_1: 10 / 0.016
mux2_2: 3 / 0.015
o21ai_0: 1 / 0.0022
nand2b_1: 1 / 0.0027
or4_1: 2 / 0.0066
nand2_1: 12 / 0.020
ha_1: 3 / 0.016
a31oi_1: 1 / 0.0027
buf_4: 2 / 0.0066
nor3_2: 1 / 0.0044
xor2_1: 5 / 0.019
nor2b_1: 1 / 0.0027
dfstp_2: 1 / 0.012
a211oi_1: 1 / 0.0033
inv_1: 6 / 0.0099
nand4b_1: 3 / 0.012
conb_1: 1 / 0.0016
o21bai_1: 1 / 0.0033
a21boi_1: 1 / 0.0033
nand3_1: 16 / 0.035
o22a_1: 1 / 0.0038
nor4_1: 1 / 0.0027
and4_1: 4 / 0.015
clkbuf_1: 3 / 0.0049
o211ai_1: 1 / 0.0033
a311oi_1: 1 / 0.0038
dfrtp_1: 48 / 0.53
or2_2: 3 / 0.0082
a41oi_1: 1 / 0.0038
buf_2: 2 / 0.0044
and3_1: 8 / 0.022
[power breakdown]
group | leakage (nW) | internal, W | switching (W)
clock network | 0.0481 | 0.0000591 | 0.0000804
logic | 0.498 | 0.000000862 | 0.00000445
registers | 0.676 | 0.000236 | 0.00000000000000000000786
[cell families (layout without fill, tap and decap cells)]
logic type / count (synthesis) / after routing / share of synthesized area
simple gates: 86 / 86 / 0.2205
mux: 3 / 3 / 0.01481
buf+inv: 13 / 52 / 0.02578
fa+ha+maj: 3 / 3 / 0.01646
compound gates: 12 / 12 / 0.03676
xor+xnor: 38 / 38 / 0.1459
other cells: 1 / 1 / 0.001644
flops: 49 / 49 / 0.5381
[registers in the layout (all words and copies together) (netlist names)]
signal                     count
core_inst.state                3
core_inst.fetch_phase          3
mem_inst.rd_valid              1
spark_inst.head                9
started                        1
core_inst.reduction_count     32
[layout by cell type, fill, tap and decap left out, types with 4 or more instances in the layout]
cell and n:
clkdlybuf4s50_1 34, and3_1 8, nand2_1 12, inv_1 6
dfrtp_1 48, nand4_1 15, xnor2_1 33, nand3_1 16
clkbuf_8 5, xor2_1 5, nor2_1 10, and4_1 4
[metal layers]
| layer | up-vias | track usage |
|---|---|---|
| li1 | 794 | - |
| met3 | 7 | 0.02341 |
| met4 | 0 | 0.01443 |
| met5 | - | 0 |
| met1 | 776 | 0.1744 |
| met2 | 35 | 0.1700 |
[worst min path at each step]
stage	startpoint	to	slack [ps]
4_1_cts	started	started	470
5_1_grt	core_inst.reduction_count[31]	core_inst.reduction_count[31]	500
6_report	started	started	460
No activity file was given, so power comes from the tool's default toggle rates.
